`flow/config.mk`:
```
export PLATFORM = sky130hd
export DESIGN_NAME = MCPU_RAMController
export DESIGN_NICKNAME = MCPU_RAMController
export VERILOG_FILES = /design/flow/design.v
export SDC_FILE = /design/flow/constraint.sdc
export NUM_CORES = 4
export LEC_CHECK = 1
export CORE_UTILIZATION = 30
```
`flow/constraint.sdc`:
```
current_design MCPU_RAMController

set clk_period 21.5
set clk_io_pct 0.2

create_clock -name clk0 -period $clk_period

set non_clock_inputs [all_inputs -no_clocks]
set_input_delay [expr $clk_period * $clk_io_pct] -clock clk0 $non_clock_inputs
set_output_delay [expr $clk_period * $clk_io_pct] -clock clk0 [all_outputs]
```
`flow/design.v`:
```
module MCPU_RAMController(we, datawr, re, addr, datard, instraddr, instrrd, temp);
parameter WORD_SIZE=8;
parameter ADDR_WIDTH=8;
parameter RAM_SIZE=1<<ADDR_WIDTH;
input we, re;
input [WORD_SIZE-1:0] datawr;
input [ADDR_WIDTH-1:0] addr;
input [ADDR_WIDTH-1:0] instraddr;
output [WORD_SIZE-1:0] datard;
output [WORD_SIZE-1:0] instrrd;
output [WORD_SIZE-1:0] temp;
reg [WORD_SIZE-1:0] mem[RAM_SIZE-1:0];
reg [WORD_SIZE-1:0] datard;
reg [WORD_SIZE-1:0] instrrd;
reg [WORD_SIZE-1:0] temp;
always @ (addr or we or re or datawr)
begin
  if(we)begin
    mem[addr]=datawr;
    temp = mem[addr];
  end
  if(re) begin
    datard=mem[addr];
  end
end
always @ (instraddr)
begin
    instrrd=mem[instraddr];
end
endmodule
```
`flow/run.sh`:
```
#!/bin/bash
# OpenROAD 26Q1-2900-gdf79404cd8, Yosys 0.63+post, stock flow scripts
make -C /OpenROAD-flow-scripts/flow DESIGN_CONFIG=/design/flow/config.mk WORK_HOME=/design/flow/orfs finish
```
==> impl_metrics.ini <==
; flow metrics
[worst_hold_path]
min_to = instrrd[1]
hp-class = primary input to primary output
hp-start = instraddr[5]
whs_path_depth = 8

[detailed_routing]
drt-total-wl_microns = 833100
via_per_inst = 7.568
first_iter_violations = 14440
first_pass_iters = 9
drc = 0
route.vias.total = 92460
antenna_left = 0
wire_per_inst_microns = 68.19

[outcome]
violations = capacitance limit, slew limit
status = finished, violations left

[grt]
grt_pass1_vias = 78659
grt-ovfl-total = 0
grt_usage_pct = 64.76
grt_max_degree = 102
grt_pass1_wl_microns = 1012000
antenna_found_initial = 208

[timing]
hold_viol = 0
fmax_mhz = 65.40
maxSlewHeadroom_pct = -15.71
rsz0062_at_grt = false
tightest_slew_ns = 1.722
setup_tns_ns = 0
finalCriticalPeriod_ns = 15.29
unclocked_regs = 2064
holdWs_ns = 10.77
untimed_endpoints = 2080
maxSlewViolCount = 18
setup_viol = 0
finalClockPeriodUsage_pct = 71.12

[layout]
logic_area_sq_um = 44020
final_area_sq_um = 87810
layout-drive-gt1-share_pct = 38.12
fillers = 26556
layout.cells.non_filler = 12217
area_delta_synth_final_pct = 13.57
seq_area_sq_um = 30990
finish.utilization_pct = 34.24

[placed_design]
place_inst = 11753
place_area_sq_um = 86630
hpwl_microns = 604800
port_buffers = 50
gp_congestion = 1.270

[clock_network]
post-cts-setup-buffers = 0
hold_buffers = 0
ctsResizeCount = 0

[yosys]
ys_area_sq_um = 77320
syn_area_per_cell_sq_um = 9.433
synth_cell_type_count = 98
yosys_warnings = 2050
logic_family = multiplexers
synth-main-ff-cell = dlxtn_1
common_cells = dlxtn_1 (2048), mux2_2 (2042), nand3_1 (752), clkbuf_1 (516), a22oi_1 (421)
simple_gate_area_share_pct = 13.53
synthCells = 8196
yosysCellCount = 8196
largest_area_cell = dlxtn_1
yosysTopAreaCellShare_pct = 39.71
xor_area_share_pct = 0.09063
ys_async_sr_fraction_pct = 0
synthAoiAreaFrac_pct = 12.09
top_cells_by_area = dlxtn_1 (40%), mux2_2 (30%), nand3_1 (4.9%)
most_common_cell = dlxtn_1
adder_share_pct = 0.03884
synthMuxAreaShare_pct = 29.94
ys.flops = 2064
netlist_area_sq_um = 77320
edf_count = 0

[die]
die_x_microns = 509.7
placementRows = 186
io_pins = 50
initial_utilization_pct = 30.15
core_area_sq_um = 256500
die_h_microns = 509.7
dieArea_sq_um = 259800

[worst_setup_path]
crit_arrival_ns = 10.99
critPathCaptureType = primary output
cp_max_fo = 52
critPathBufInv = 6
required_ns = 17.20
crit_slowest_cell = a31oi_1
cp_cell_sequence = buf_2 > buf_4 > nand4b_2 > buf_4 > nor2_1 > buf_4 > a2111oi_0 > and4_1 > nand4_1 > or3_1 > a31oi_1 > buf_4 > clkdlybuf4s50_1
start_kind = primary input
cp_top_family = simple AND/OR/NAND/NOR gates
path_common_cell = buf_4
crit_type = primary input to primary output
max_stage_delay_ns = 1.11

[pwr]
p_leak_nw = 36.09
internal_power_mw = 0.6526
power.net_switching_mw = 1.105
vdd.ir_drop.worst_mv = 0.02945
swShare_pct = 62.86
powerDensity_nw_per_um2 = 20.01

[job]
warnings = 41
maxCapViolations = 6
final cells by class:
class | count | area share, %
Multi-Input combinational cell | 5342 | 50.13
Tap cell | 3384 | 4.822
Antenna cell | 462 | 1.317
Inverter | 8 | 0.03420
Sequential cell | 2064 | 35.29
Timing Repair Buffer | 957 | 8.403
tightest hold or removal path: stages:
cell and delay, ns:
buf_2 0.10, buf_4 0.31, clkinv_1 0.26, a21oi_1 0.34
nor4_1 0.32, buf_4 0.19, a31oi_1 0.15, clkdlybuf4s50_1 0.45
per-stage QoR:
stage	power [mW]	setup slack, ns
CTS	1.608	6.693
detailed placement	1.605	6.702
global placement	1.600	6.617
global route	1.679	6.800
floorplan	0.8378	10.71
finish	1.757	6.209
cells in the final DEF, fill, tap and decap left out, types with 98 or more instances in the layout:
cell     instances
nand4_1        237
mux2_2        2042
nand3_1        744
nor2_1         208
a32oi_1         98
a21oi_1        128
buf_4          898
dlxtn_1       2048
o22ai_1        162
a22oi_1        421
diode_2        462
nand2_1        317
o21ai_0        139
layer usage:
metal / GRT usage, % / wire [microns] / vias up
met2: 77.49 / 297400 / 10186
li1: - / - / 31773
met5: 34.65 / 8921 / -
met4: 60.59 / 102700 / 130
met1: 67.84 / 276900 / 46756
met3: 49.81 / 147200 / 3615
state kept, by name, indices dropped and copies added (netlist names):
name,count
datard,8
mem,2048
temp,8
worst max path at each step:
stage | endpoint | depth (start not counted) | startpoint | slack [ns]
after CTS | instrrd[2] | 13 | instraddr[4] | 6.69
after global routing | instrrd[2] | 13 | instraddr[4] | 6.80
final | instrrd[2] | 13 | instraddr[4] | 6.21
logic make-up (layout without fill, tap and decap cells):
group / count (synthesis) / in the layout
buffers and inverters: 790 / 965
AND/OR/NAND/NOR: 1975 / 1975
AND-OR/OR-AND: 1300 / 1300
adder cells (fa/ha/maj): 3 / 3
XOR/XNOR: 8 / 8
multiplexers: 2056 / 2056
latches: 2064 / 2064
other: 0 / 462
Power figures rest on the tool's default switching activity, not on a simulated workload.
