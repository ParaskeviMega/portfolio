`run.sh`:
```
#!/bin/bash
# OpenROAD 26Q1-2900-gdf79404cd8, Yosys 0.63+post, stock flow scripts
make -C /OpenROAD-flow-scripts/flow DESIGN_CONFIG=/design/flow/config.mk WORK_HOME=/design/flow/orfs finish
```
`config.mk`:
```
export PLATFORM = sky130hd
export DESIGN_NAME = MCPU_Alu
export DESIGN_NICKNAME = MCPU_Alu
export VERILOG_FILES = /design/flow/design.v
export SDC_FILE = /design/flow/constraint.sdc
export NUM_CORES = 4
export LEC_CHECK = 1
export CORE_UTILIZATION = 30
```
`constraint.sdc`:
```
current_design MCPU_Alu

set clk_period 9.2
set clk_io_pct 0.2

create_clock -name clk0 -period $clk_period

set non_clock_inputs [all_inputs -no_clocks]
set_input_delay [expr $clk_period * $clk_io_pct] -clock clk0 $non_clock_inputs
set_output_delay [expr $clk_period * $clk_io_pct] -clock clk0 [all_outputs]
```
`design.v`:
```
module MCPU_Alu(cmd,in1,in2,out,CF);
parameter CMD_SIZE=4;
parameter WORD_SIZE=16;
parameter  [CMD_SIZE-1:0]  CMD_AND  = 0;  
parameter  [CMD_SIZE-1:0]  CMD_OR   = 1;  
parameter  [CMD_SIZE-1:0]  CMD_XOR   = 2;  
parameter  [CMD_SIZE-1:0]  CMD_ADD   = 3;  
parameter  [CMD_SIZE-1:0]  CMD_LSL   = 4;  
parameter  [CMD_SIZE-1:0]  CMD_LSR   = 5;  
parameter  [CMD_SIZE-1:0]  CMD_SUB   = 11;  
input [CMD_SIZE-1:0] cmd;
input [WORD_SIZE-1:0] in1;
input [WORD_SIZE-1:0] in2;
output[WORD_SIZE-1:0] out;
output CF;
wire [CMD_SIZE-1:0] cmd;
wire [WORD_SIZE-1:0] in1;
wire [WORD_SIZE-1:0] in2;
reg  [WORD_SIZE-1:0] out;
reg  CF;
always @ (cmd, in1, in2)
  #2
case(cmd)
  CMD_AND : begin
               out = in1&in2; 
      end
  CMD_OR : begin
              out = in1|in2;
            end
  CMD_XOR : begin
              out = in1^in2;
            end
  CMD_ADD : begin
              {CF,out} = in1+in2;
            end      
  CMD_LSL : begin
              out = in1<<in2;
            end
  CMD_LSR : begin
              out = in1>>in2;
            end
  CMD_LSL : begin
              out = in1>>in2;
            end
  default : begin
              {CF,out} = in1-in2;
            end
 endcase
endmodule
```
==> impl_metrics.tcl <==
# metrics dict for downstream scripts
set metrics [dict create \
    synth_cell_types 75 \
    grt_pass1_vias 3844 \
    required_ns 7.36 \
    die_width_um 117 \
    antenna_found_initial 0 \
    status "complete, no violations" \
    edf_count 0 \
    cp_slowest_stage_delay_ns 1.00 \
    vdd_ir_drop_max_mv 0.0300 \
    fmax_ghz 0.129 \
    ys_chip_area_um2 3960 \
    crit_slowest_cell "clkdlybuf4s50_1" \
    grt_overflow 0 \
    clkPwrFrac 0 \
    cts_hold_buffers 0 \
    cts_resized 0 \
    slew_violations 0 \
    synthMuxAreaShare 0.165 \
    worstPathMaxFanout 26 \
    cap_viol_max_count 0 \
    ys_sh_aoi 0.361 \
    postLayoutCoreUtil 0.357 \
    synth_adder_area_share 0.162 \
    final_layout_size_suffix_gt1_frac 0.0903 \
    slew_headroom 0.456 \
    swShare 0.541 \
    synth-simple-area-share 0.202 \
    worst_slack_ns 1.43 \
    largest_register_ffs 1 \
    power.density_nw_per_um2 54.0 \
    hold_path.class "in2out" \
    worstPathCellList "clkdlybuf4s50_1 > inv_1 > ha_1 > inv_1 > o311ai_1 > a21oi_1 > a31oi_1 > o31ai_1 > a2111oi_2 > o32ai_1 > clkdlybuf4s50_1" \
    first_iter_violations 364 \
    first_pass_iters 6 \
    vias_per_cell 6.04 \
    syn_area_per_cell_um2 7.44 \
    pre_cts_ws_ns 1.54 \
    worst-path-buf-inv 4 \
    combPwrFrac 0.998 \
    ios 53 \
    postRouteAntennaNets 0 \
    fin_area_um2 4550 \
    unclocked_pins 1 \
    insertedDiodeCount 0 \
    fin_setup_tns_ns 0 \
    ys_ff 1 \
    path_class "in2out" \
    start_kind "primary input" \
    ys_warn_count 1 \
    setup_viol 0 \
    tightest_slew_ns 0.813 \
    untimed_endpoints 2 \
    gp_congestion 0.967 \
    fin_crit_sh 0.845 \
    dpl_cell_area_um2 4550 \
    critPathTopFamily "buffers and inverters" \
    wl_mm 13.9 \
    grt_setup_unrepaired "false" \
    min_period_ns 7.77 \
    area_growth_pct 14.8 \
    warnings 64 \
    grt_pass1_wl_mm 21.6 \
    initial_core_util 0.311 \
    die_y_um 117 \
    syn_inst 532 \
    holdPathEnd "out[0]" \
    cp.arrival_ns 5.93 \
    hp-start "cmd[0]" \
    rows 41 \
    p_sw_mw 0.133 \
    hold_viol_final 0 \
    detail_route.wl_per_cell_um 19.1 \
    cts_setup_buffers 0 \
    logic_family "AND-OR/OR-AND gates" \
    drc 0 \
    dp_hpwl_mm 11.1 \
    core_area_um2 12700 \
    grt_use_total 0.211 \
    die_area_um2 13700 \
    timing.hold.ws_ns 4.94 \
    grt_start_max_net_pins 44 \
    flop_cell "dlxtn_1" \
    fill_cells 1364 \
    ys_cells 532 \
    cp-end-kind "primary output" \
    min_path_cells 6 \
    port_buffers 53 \
    via_count 4387 \
    synth_xor_xnor_area_share 0.00885 \
    p_leak_nw 1.79 \
    syn_area_um2 3960 \
    internal-power_mw 0.113 \
    ys_async_sr_fraction 0 \
    seq_power_share 0.002 \
]
routing by layer:
layer / GRT usage / part of all wire / wire, µm / vias to the layer above
li1: - / - / - / 2088
met1: 0.323 / 0.46 / 6460 / 2050
met2: 0.314 / 0.42 / 5900 / 222
met3: 0.0309 / 0.087 / 1200 / 27
met4: 0.0447 / 0.024 / 336 / 0
met5: 0 / 0 / 0 / -
worst max path at each step:
| stage | start | end | slack [ns] | depth (start not counted) |
|---|---|---|---|---|
| after CTS | in2[3] | out[15] | 1.52 | 11 |
| after global routing | in2[3] | out[15] | 1.17 | 11 |
| final | in2[3] | out[15] | 1.43 | 11 |
cell type report:
| cell class | instances | area (µm²) | area share |
|---|---|---|---|
| Tap cell | 172 | 215 | 0.0473 |
| Multi-Input combinational cell | 446 | 3570 | 0.785 |
| Timing Repair Buffer | 60 | 573 | 0.126 |
| Inverter | 47 | 176 | 0.0388 |
| Sequential cell | 1 | 15.0 | 0.00330 |
cells by family after synthesis:
family | count (synthesis)
adders and majority gates | 50
buffers and inverters | 85
AOI/OAI and AO/OA | 196
latches | 1
and+or+nand+nor | 153
muxes | 43
xor gates and xnor gates | 4
synthesized netlist by cell type, types with 3 or more instances:
library cell	instances	area share
nand3_1	15	0.019
buf_2	6	0.0076
a22oi_1	6	0.011
mux2i_1	17	0.043
mux4_2	17	0.097
buf_4	9	0.017
mux2_2	9	0.026
a21oi_1	37	0.047
a211oi_1	14	0.027
inv_1	45	0.043
o21a_1	6	0.011
clkbuf_1	16	0.015
nand2b_1	9	0.014
a2111oi_0	4	0.0088
o221ai_1	6	0.013
buf_1	3	0.0028
a221o_1	8	0.020
o21bai_1	4	0.0076
nand2_1	37	0.035
or3_1	6	0.0095
buf_6	3	0.0085
o211ai_1	10	0.019
nor2_1	48	0.045
ha_1	48	0.15
and2_1	7	0.011
a21boi_0	3	0.0057
nor3_1	11	0.014
xnor2_1	4	0.0088
a211o_1	10	0.022
o21ai_0	33	0.042
and4_1	3	0.0066
o31ai_1	5	0.0095
nand3b_1	3	0.0057
a221oi_1	14	0.031
a31oi_1	3	0.0047
placed cells by master, fill, tap and decap left out, types with 3 or more instances in the layout:
cell type	count
o211ai_1	10
a2111oi_0	4
nand2_1	37
mux4_2	17
a211oi_1	14
a22oi_1	6
o21a_1	6
nand3_1	15
o21bai_1	4
mux2_2	9
or3_1	6
inv_1	45
mux2i_1	17
buf_4	7
a221oi_1	14
xnor2_1	4
nor3_1	11
a211o_1	10
a21boi_0	3
ha_1	48
nand3b_1	3
a31oi_1	3
nor2_1	48
and2_1	7
o221ai_1	6
o31ai_1	5
clkdlybuf4s50_1	51
and4_1	3
a21oi_1	37
a221o_1	8
nand2b_1	9
o21ai_0	33
metrics by stage:
step	cells	power (mW)
after floorplan	532	0.155
after global placement	726	0.242
after detailed placement	726	0.242
after CTS	726	0.244
after global routing	726	0.270
final	726	0.246
power groups by stage:
stage     combinational [mW]  clock [mW]  sequential, mW
6_report               0.245           0        0.000546
5_1_grt                0.270           0        0.000557
4_1_cts                0.243           0        0.000552
Power and IR drop assume default switching activity.
